==> flow/design.v <==
`timescale 1ns / 1ps
module main(clk,reset,value,threshold,select_oper,done_in,done_out,red_in,green_in,blue_in,red_out,green_out,blue_out);
input clk,reset,done_in;
input [7:0] red_in,blue_in,green_in,value,threshold;
input [2:0] select_oper;
output reg [7:0] red_out,green_out,blue_out;
output reg done_out;
reg [8:0] red_temp,green_temp,blue_temp;
parameter BRIGHT_INC = 3'b000,BRIGHT_DEC = 3'b001,RGB_TO_GRAY =  3'b010,INVERT=3'b011,RED=3'b100,GREEN=3'b101,BLUE=3'b110;
always @(posedge clk)
begin
	if(reset) 
		begin
			red_out <= 8'd0;
			green_out <= 8'd0;
			blue_out <= 8'd0;
			done_out = 1'b0;
		end
	else if( select_oper == BRIGHT_INC)
		begin
			if(done_in)
				begin 
				red_temp = red_in + value;
				green_temp = green_in + value;
				blue_temp = blue_in + value;
				if(red_temp > 255) red_out <= 255;
				else red_out <= red_temp;
				if(green_temp > 255) green_out <= 255;
				else green_out <= green_temp;
				if(blue_temp > 255) blue_out <= 255;
				else blue_out <= blue_temp;
				done_out = 1'b1;
				end
			else		
			begin
			red_out <= 8'd0;
			green_out <= 8'd0;
			blue_out <= 8'd0;
			done_out = 1'b0;
			end	
		end
	else if( select_oper == BRIGHT_DEC)
		begin
			if(done_in)
			begin
				red_temp = red_in - value;
				green_temp = green_in - value;
				blue_temp = blue_in - value;
				if(red_temp < 0) red_out <= 0;
				else red_out <= red_temp;
				if(green_temp < 0) green_out <= 0;
				else green_out <= green_temp;
				if(blue_temp < 0) blue_out <= 0;
				else blue_out <= blue_temp;
				done_out = 1'b1;
			end
			else
			begin
			red_out <= 8'd0;
			green_out <= 8'd0;
			blue_out <= 8'd0;
			done_out = 1'b0;
			end
		end
	else if( select_oper == RGB_TO_GRAY)
		begin
			if(done_in)
			begin
			red_out <= (red_in >> 2) + (red_in >> 5) + (red_in >> 6) + (green_in >>1) + (green_in >>4) + (green_in >>6) + (blue_in >>4) + (blue_in >>5) + (blue_in >>6);
			green_out <= (red_in >> 2) + (red_in >> 5) + (red_in >> 6) + (green_in >>1) + (green_in >>4) + (green_in >>6) + (blue_in >>4) + (blue_in >>5) + (blue_in >>6);
			blue_out <= (red_in >> 2) + (red_in >> 5) + (red_in >> 6) + (green_in >>1) + (green_in >>4) + (green_in >>6) + (blue_in >>4) + (blue_in >>5) + (blue_in >>6);
			done_out = 1'b1;
			end
			else
			begin
			red_out <= 8'd0;
			green_out <= 8'd0;
			blue_out <= 8'd0;
			done_out = 1'b0;
			end
		end
	else if (select_oper == INVERT)
		begin 
			if(done_in) 
			begin
			red_out <= 255 - red_in;
			green_out <= 255 - green_in;
			blue_out <= 255 - blue_in;
			done_out = 1'b1;
			end
			else
			begin
			red_out <= 8'd0;
			green_out <= 8'd0;
			blue_out <= 8'd0;
			done_out = 1'b0;
			end
		end
	else if(select_oper == RED ) 
		begin
			if(done_in)
			begin
			red_out <= red_in;
			green_out <= 8'd0;
			blue_out <= 8'd0;
			done_out = 1'b1;
			end
			else
			begin
			red_out <= 8'd0;
			green_out <= 8'd0;
			blue_out <= 8'd0;
			done_out = 1'b0;
			end
		end	
	else if(select_oper == GREEN ) 
		begin
			if(done_in)
			begin
			red_out <= 8'd0;
			green_out <= green_in;
			blue_out <= 8'd0;
			done_out = 1'b1;
			end
			else
			begin
			red_out <= 8'd0;
			green_out <= 8'd0;
			blue_out <= 8'd0;
			done_out = 1'b0;
			end
		end	
	else if(select_oper == BLUE ) 
		begin
			if(done_in)
			begin
			red_out <= 8'd0;
			green_out <= 8'd0;
			blue_out <= blue_in;
			done_out = 1'b1;
			end
			else
			begin
			red_out <= 8'd0;
			green_out <= 8'd0;
			blue_out <= 8'd0;
			done_out = 1'b0;
			end
		end
	else 
		begin
			if(done_in)
			begin
			red_temp = (red_in >> 2) + (red_in >> 5) + (red_in >> 6) + (green_in >>1) + (green_in >>4) + (green_in >>6) + (blue_in >>4) + (blue_in >>5) + (blue_in >>6);
			green_temp = (red_in >> 2) + (red_in >> 5) + (red_in >> 6) + (green_in >>1) + (green_in >>4) + (green_in >>6) + (blue_in >>4) + (blue_in >>5) + (blue_in >>6);
			blue_temp = (red_in >> 2) + (red_in >> 5) + (red_in >> 6) + (green_in >>1) + (green_in >>4) + (green_in >>6) + (blue_in >>4) + (blue_in >>5) + (blue_in >>6);
			if(red_temp > threshold) red_out <= 8'd0;
			else red_out <= 8'd255;
			if(green_temp > threshold) green_out <= 8'd0;
			else green_out <= 8'd255;
			if(blue_temp > threshold) blue_out <= 8'd0;
			else blue_out <= 8'd255;
			done_out = 1'b1;
			end
			else
			begin
			red_out <= 8'd0;
			green_out <= 8'd0;
			blue_out <= 8'd0;
			done_out = 1'b0;
			end
		end
end
endmodule
==> flow/run.sh <==
#!/bin/bash
# OpenROAD 26Q1-2900-gdf79404cd8, Yosys 0.63+post, stock flow scripts
make -C /OpenROAD-flow-scripts/flow DESIGN_CONFIG=/design/flow/config.mk WORK_HOME=/design/flow/orfs finish
==> flow/config.mk <==
export PLATFORM = sky130hd
export DESIGN_NAME = main
export DESIGN_NICKNAME = main
export VERILOG_FILES = /design/flow/design.v
export SDC_FILE = /design/flow/constraint.sdc
export NUM_CORES = 4
export LEC_CHECK = 1
export CORE_UTILIZATION = 40
==> flow/constraint.sdc <==
current_design main

set clk_period 7.2
set clk_io_pct 0.2

create_clock -name clk0 -period $clk_period [get_ports {clk}]

set non_clock_inputs [all_inputs -no_clocks]
set_input_delay [expr $clk_period * $clk_io_pct] -clock clk0 $non_clock_inputs
set_output_delay [expr $clk_period * $clk_io_pct] -clock clk0 [all_outputs]
==> CHANGELOG.md <==
## Flow update

* Status: complete, no violations
* Hold depth at 5
* Chip area at 12900 sq um
* Crit path depth at 22
* Most frequent CP cell: fa_1
* Antenna diode count at 0
* Yosys warning count at 1
* WL/cell at 18.9 microns
* DR vias/cell at 5.62
* Die Span X at 114 microns
* Critical Path RT at 7380 ps
* Clock Tree Buf Depth at 2
* Starting DRC count in detailed routing at 491
* Post-Syn Instances at 649
* CTS tree: built
* Tmin final at 6990 ps
* FF+latch count, synth at 25
* Input/output buffers at 70
* Critical path buffer and inverter count at 5
* Clock tree root buffer cell: clkbuf_16
* Fin. max-slew vios at 0
* Top_reg_cell synth: dfxtp_1
* CP delay by family, top: adder cells
* Tightest Pin Transition at 717 ps
* DRT Pass-1 Iters at 5
* DRC viols at 0
* Crit-path cells: clkdlybuf4s50_1, inv_1, fa_1, inv_1, fa_1, fa_1, inv_1, fa_1, fa_1, nand2b_1, a211o_1, nand2_1, xor2_2, ha_1, nand2_1, o32ai_1, a21oi_1, a32oi_4, buf_4, nand2_4, o21a_1, a221oi_2
* Final setup violation count at 0
* Crit path kind: input pin to register
* Syn Area/Cell at 7.67 sq um
* Clock sinks at 25
* Maximum vdd drop at 0.168 mV
* GPL Wtd Cong at 1.01
* Post-DRT Antenna Nets at 0
* Row cnt at 40
* Largest net degree at the start of global routing at 38
* Async set-reset flop share out of synthesis at 0%
* RSZ-0062 raised after global routing: false
* Peak Freq at 143 MHz
* Die span in y at 114 microns
* Fp util at 41.3%
* Total track usage at 28.4%
* Layout cells sized above 1 at 9.62%
* Vias in the first global route at 4768
* Crit path capture type: register
* Final Cycle Share at 97.1%
* GRT overflow at 0
* Type of origin of the critical path: input pin
* Cell Area, Synth at 4980 sq um
* Worst EP arrival at 7170 ps
* Area grow syn2layout at 24.3%
* First-pass GRT wire length at 27100 microns
* Critical Path Max Stage Delay at 550 ps
* Number of enable flip-flop cells at 0
* Clock-pin slew on the worst setup and hold paths at 60 ps
* Hold Crit Class: input pin to register
* Max-cap viol count at 0
* Top post-synthesis cells by area: ha_1, fa_1, dfxtp_1
* Leak Pwr at 2.81 nW
* Final Hold Viols at 0
* CTS Buf Count at 3
* Worst hold slack at 1990 ps
* Slew HR at 52.0%
* Synth area leader: ha_1
* Worst-path fanout max at 4
* Dpl hpwl at 14500 microns
* Slowest cell on crit path: fa_1
* YS chip area at 4980 sq um
* Power Dens Cells at 266 nW/um^2
* Total power at 1.64 mW
* Log Warnings at 48
* H-tree levels at 1
* Worst setup endpoint: green_out[3]$_SDFF_PP0_
* Ys cells at 649
* Synth cell types at 65
* Core area at 12100 sq um
* IO Count at 71
* Dominant logic cell type in the layout: ha_1
* Register share after synthesis at 10.0%
* Crit. Startpoint: red_in[6]
* Via count at 5092
* Detailed Route WL at 17200 microns
* Top-area cell share at 18.6%
* Hold-fix buffer count after cts at 0
* Initial antenna violation count at 0
* Top cells excl fill/tap: ha_1, inv_1, clkdlybuf4s50_1, nand2_1, a21oi_1
[worst min-delay path, cell delays in order]
cell and delay, ps:
dlymetal6s2s_1 160, buf_4 170, o21ai_0 100, a31oi_1 210, a311oi_1 110
[timing repair]
item	4_1_cts	5_1_grt
pin swaps	1	3
setup buffers	0	1
endpoints found under the setup margin	1	22
gates resized	1	5
[metal layers]
layer	vias to the layer above	part of all wire (%)	global-route usage [%]
li1	2481	-	-
met4	0	3.5	8.25
met3	35	6.5	2.65
met2	227	44	44.2
met1	2349	46	42.5
met5	-	0	0
[Yosys cell counts (all sizes together), types with 5 or more instances]
cell type / n
a22oi: 9
a21o: 16
nand2b: 15
inv: 69
o211ai: 7
nor2b: 17
ha: 74
xor2: 16
nand2: 62
or3: 6
nand3: 9
buf: 11
mux2i: 5
clkbuf: 15
a211oi: 7
o31ai: 5
o21ai: 39
a21oi: 47
nor3: 11
xnor2: 13
nor2: 45
and3: 6
fa: 26
and2: 7
o22ai: 9
dfxtp: 25
a31oi: 6
o21a: 9
[cell type report]
| type | count | area [sq um] |
|---|---|---|
| Sequential cell | 25 | 500 |
| Multi-Input combinational cell | 529 | 4130 |
| Fill cell | 1140 | 5870 |
| Clock buffer | 3 | 75.1 |
| Clock inverter | 1 | 5.00 |
| Timing Repair Buffer | 111 | 1010 |
| Inverter | 69 | 259 |
| Tap cell | 168 | 210 |
[sequential cells by signal, summed over array words and instances, names as in the netlist]
name and count:
blue_out 8, done_out 1, red_out 8, green_out 8
[worst min path at each step]
stage	start	endpoint	slack (ps)
6_report	blue_in[4]	blue_out[4]$_SDFF_PP0_	1990
5_1_grt	reset	green_out[0]$_SDFF_PP0_	2020
4_1_cts	red_in[0]	red_out[0]$_SDFF_PP0_	1990
[stage by stage]
step / utilization [%] / worst slack (ps) / std cells / TNS (ps) / cell area, sq um
after global routing: 51.3 / 10.1 / 906 / 0 / 6190
after global placement: 50.4 / -115 / 901 / -1170 / 6080
after CTS: 51.1 / 29.2 / 905 / 0 / 6160
final: 51.3 / 210 / 906 / 0 / 6190
after floorplan: - / 616 / 649 / 0 / 4980
after detailed placement: 50.4 / -268 / 901 / -3890 / 6080
[cells by family after synthesis]
kind of cell	share of synthesized area [%]
xor gates and xnor gates	5.10
muxes	1.00
and+or+nand+nor	19.4
AOI/OAI and AO/OA	28.1
DFF	10.0
buffers and inverters	7.39
adders and majority gates	29.0
[power breakdown]
group          internal, mW  switching (mW)  leakage (nW)
sequential            0.165         0.00954         0.206
clock                0.0748          0.0493        0.0409
combinational         0.633           0.714          2.56
total                 0.873           0.772          2.81
Power and IR drop assume default switching activity.
